--- flow/run.sh ---
#!/bin/bash
# OpenROAD 26Q1-2900-gdf79404cd8, Yosys 0.63+post, stock flow scripts
make -C /OpenROAD-flow-scripts/flow DESIGN_CONFIG=/design/flow/config.mk WORK_HOME=/design/flow/orfs finish
--- flow/config.mk ---
export PLATFORM = sky130hd
export DESIGN_NAME = bitwise
export DESIGN_NICKNAME = bitwise
export VERILOG_FILES = /design/flow/design.v
export SDC_FILE = /design/flow/constraint.sdc
export NUM_CORES = 4
export LEC_CHECK = 1
export CORE_AREA = 10 10 70 70
export DIE_AREA = 0 0 80 80
--- flow/design.v ---
module bitwise (
	input logic [3:0] a, b,
	output logic [3:0] y1, y2, y3, y4, y5, y6
);
	assign y1 = a | b;
	assign y2 = a & b;
	assign y3 = a ^ b;
	assign y4 = ~(a | b);
	assign y5 = ~(a & b);
	assign y6 = ~(a ^ b);
endmodule
--- flow/constraint.sdc ---
current_design bitwise

set clk_period 1.0
set clk_io_pct 0.2

create_clock -name clk0 -period $clk_period

set non_clock_inputs [all_inputs -no_clocks]
set_input_delay [expr $clk_period * $clk_io_pct] -clock clk0 $non_clock_inputs
set_output_delay [expr $clk_period * $clk_io_pct] -clock clk0 [all_outputs]
==> flow_summary.html <==
<h3>Flow metrics</h3>
<table>
<tr><th>Metric</th><th>Value</th></tr>
<tr><th colspan="2">Layout</th></tr>
<tr><td>Core occupancy in the finished layout</td><td>0.2443</td></tr>
<tr><td>Flip-flops</td><td>0</td></tr>
<tr><td>Proportion of layout cells with a drive suffix above 1</td><td>0.6538</td></tr>
<tr><td>FILL cells</td><td>383</td></tr>
<tr><td># clk buffers</td><td>0</td></tr>
<tr><td>Number of standard cells in the layout, taps in and fillers out</td><td>124</td></tr>
<tr><td>Total area of sequential cells</td><td>0 um^2</td></tr>
<tr><td>Layout overhead on the synthesized area</td><td>203.2%</td></tr>
<tr><th colspan="2">Routing</th></tr>
<tr><td>Via Count</td><td>339</td></tr>
<tr><td>WL final</td><td>1.092 mm</td></tr>
<tr><td>Drt drc</td><td>0</td></tr>
<tr><td>Drt first-iter violations</td><td>0</td></tr>
<tr><td>Post-DR wirelength/cell</td><td>8.806 um</td></tr>
<tr><td>Detail Route Antenna Nets</td><td>0</td></tr>
<tr><td>Number of detailed-route iterations in the first pass</td><td>1</td></tr>
<tr><td>Via-to-Cell Ratio</td><td>2.734</td></tr>
<tr><td>Antenna Cells</td><td>0</td></tr>
<tr><th colspan="2">Critical path</th></tr>
<tr><td>Critical path arrival</td><td>780 ps</td></tr>
<tr><td>Slowest cell on the critical path</td><td>sky130_fd_sc_hd__dlygate4sd2_1</td></tr>
<tr><td>Delay of the slowest cell on the worst path</td><td>230 ps</td></tr>
<tr><td>Crit Path Category</td><td>input pin to output port</td></tr>
<tr><td>Worst path required time</td><td>800 ps</td></tr>
<tr><td>Crit path cell chain</td><td>buf_8, inv_6, ha_4, dlygate4sd2_1</td></tr>
<tr><td>Stages on the worst setup path</td><td>4</td></tr>
<tr><td>Crit path max fanout</td><td>2</td></tr>
<tr><td>Launching element type of the critical path</td><td>input pin</td></tr>
<tr><td>Critical path's top delay family</td><td>buffers and inverters</td></tr>
<tr><td>CP Buf/Inv Count</td><td>3</td></tr>
<tr><td>Crit path capture type</td><td>output port</td></tr>
<tr><th colspan="2">Floorplan</th></tr>
<tr><td>Standard cell core area</td><td>3416 um^2</td></tr>
<tr><td>Vertical extent of the die</td><td>80 um</td></tr>
<tr><td>Number of I/O pins</td><td>32</td></tr>
<tr><td>Die outline width</td><td>80 um</td></tr>
<tr><td>Row cnt</td><td>21</td></tr>
<tr><td>Starting utilization of the core area</td><td>0.08059</td></tr>
<tr><td>Die Area</td><td>6400 um^2</td></tr>
<tr><th colspan="2">Logic synthesis</th></tr>
<tr><td>Instance count of the mapped netlist</td><td>36</td></tr>
<tr><td>Top post-synthesis cells by count</td><td>sky130_fd_sc_hd__inv_1, sky130_fd_sc_hd__ha_1</td></tr>
<tr><td>Total standard cell area after synthesis</td><td>275.3 um^2</td></tr>
<tr><td>Synth warnings</td><td>0</td></tr>
<tr><td>Sequential fraction of the synthesis area</td><td>0</td></tr>
<tr><td>Leading cell type by number of instances after synthesis</td><td>sky130_fd_sc_hd__inv_1</td></tr>
<tr><td>Chip area estimate from yosys synthesis</td><td>275.3 um^2</td></tr>
<tr><td>Number of library cell types mapped by synthesis</td><td>2</td></tr>
<tr><td>Area fraction of the dominant cell type after synthesis</td><td>0.7273</td></tr>
<tr><td>Average size of a mapped cell</td><td>7.646 um^2</td></tr>
<tr><td>Main area contributors</td><td>sky130_fd_sc_hd__ha_1, sky130_fd_sc_hd__inv_1</td></tr>
<tr><td>Post-synth top area cell</td><td>sky130_fd_sc_hd__ha_1</td></tr>
<tr><td>Cell count in the Yosys report</td><td>36</td></tr>
<tr><th colspan="2">Pwr</th></tr>
<tr><td>Max VDD drop</td><td>0.1488 mV</td></tr>
<tr><td>P_sw</td><td>89.68 uW</td></tr>
<tr><td>Relative contribution of the clock network to total power</td><td>0</td></tr>
<tr><td>Pleak</td><td>0.4065 nW</td></tr>
<tr><td>Reg power frac</td><td>0</td></tr>
<tr><td>Power Internal</td><td>171.0 uW</td></tr>
<tr><td>Share of total power consumed by net switching</td><td>0.3440</td></tr>
<tr><td>Power per unit of standard cell area</td><td>312.4 nW/um^2</td></tr>
<tr><td>Logic pwr share</td><td>1.000</td></tr>
<tr><th colspan="2">Global routing</th></tr>
<tr><td>Overflow after GRT</td><td>0</td></tr>
<tr><td>Global-route usage over all layers</td><td>0.03256</td></tr>
<tr><td>Via count of the first global-routing pass</td><td>334</td></tr>
<tr><td>Number of antenna violations at the first check in global routing</td><td>0</td></tr>
<tr><td>Maximum number of pins on one net before global-route repair</td><td>4</td></tr>
<tr><td>Wire length of the first global-routing pass</td><td>1.711 mm</td></tr>
<tr><th colspan="2">Run status</th></tr>
<tr><td>Run status</td><td>completed</td></tr>
<tr><th colspan="2">Place</th></tr>
<tr><td>Port Buffers</td><td>32</td></tr>
<tr><td>Half-perimeter wire length after placement</td><td>932.9 um</td></tr>
<tr><td>Routability congestion estimate from global placement</td><td>0.7435</td></tr>
<tr><td>Cell total after placement</td><td>122</td></tr>
<tr><th colspan="2">Min path</th></tr>
<tr><td>Hold Path Stages</td><td>4</td></tr>
<tr><td>Min-delay worst type</td><td>input pin to output port</td></tr>
<tr><th colspan="2">Timing</th></tr>
<tr><td>Peak Freq</td><td>1.022 GHz</td></tr>
<tr><td>Slew at the pin with the worst max-slew slack</td><td>73.70 ps</td></tr>
<tr><td>RSZ-0062 raised after global routing</td><td>no</td></tr>
<tr><td>Number of failing hold endpoints at the final stage</td><td>0</td></tr>
<tr><td>Final Setup Violations</td><td>0</td></tr>
<tr><td>Post-route minimum period</td><td>978.8 ps</td></tr>
<tr><td>Share of the cycle needed by the critical path after routing</td><td>0.9788</td></tr>
<tr><td>Max_slew headroom</td><td>0.9508</td></tr>
<tr><td>Max-slew violation total from the final report</td><td>0</td></tr>
<tr><th colspan="2">Flow run</th></tr>
<tr><td># Max-Cap Violations</td><td>0</td></tr>
<tr><td>Tool Warnings</td><td>45</td></tr>
</table>
==> placed cells by master, fill, tap and decap left out, drive strengths merged <==
cell,n
ha,16
clkbuf,2
clkdlybuf4s15,8
buf,26
dlygate4sd2,6
inv,20
==> power groups by stage <==
stage | logic, mW | registers (mW) | clock network (mW)
global route | 0.292 | 0 | 0
finish | 0.261 | 0 | 0
CTS | 0.273 | 0 | 0
==> routing by layer <==
layer	track usage	vias up	part of all wire
met2	0.06581	12	0.57
met4	0	0	0
met1	0.03230	147	0.32
met3	0.01136	0	0.11
met5	0	-	0
li1	-	180	-
==> kinds of logic after synthesis <==
logic type,Yosys count,share of synthesized area
adder cells (fa/ha/maj),16,0.7273
buffers and inverters,20,0.2727
==> per-stage QoR <==
step | cell area (um^2) | TNS, ps | power (mW) | hold slack, ps | setup WS (ps)
after floorplan | 275.3 | 0 | 0.02787 | 487.4 | 265.5
after global placement | 713.2 | -16170 | 0.2397 | 1460 | -813.9
after detailed placement | 713.2 | -16480 | 0.2428 | 1465 | -822.6
after CTS | 853.3 | -2.070 | 0.2730 | 744.8 | -2.070
after global routing | 834.6 | 0 | 0.2924 | 775.7 | 1.926
final | 834.6 | 0 | 0.2607 | 750.5 | 21.22
==> layout make-up <==
type                       instances  area [um^2]  share of cell area
inverter                          20        95.09              0.1139
multi-input combinational         16        290.3              0.3478
tap                               46        57.56             0.06897
timing repair buffer              42        391.6              0.4693
==> final timing paths <==
kind              startpoint  slack [ps]  endpoint
setup / recovery        b[3]          20     y3[3]
hold / removal          a[2]         750     y5[2]
==> timing repair <==
action,4_1_cts,5_1_grt
setup endpoints to repair,24,9
gates resized,131,9
hold buffers,0,0
buffers inserted,6,0
pin swaps,4,2
Power is estimated from default activity; no workload was simulated.
