## ./run.sh

```bash
#!/bin/bash
# OpenROAD 26Q1-2900-gdf79404cd8, Yosys 0.63+post, stock flow scripts
make -C /OpenROAD-flow-scripts/flow DESIGN_CONFIG=/design/flow/config.mk WORK_HOME=/design/flow/orfs finish
```

## ./config.mk

```make
export PLATFORM = sky130hd
export DESIGN_NAME = ex14
export DESIGN_NICKNAME = ex14
export VERILOG_FILES = /design/flow/design.v
export SDC_FILE = /design/flow/constraint.sdc
export NUM_CORES = 4
export LEC_CHECK = 1
export CORE_AREA = 10 10 70 70
export DIE_AREA = 0 0 80 80
```

## ./constraint.sdc

```tcl
current_design ex14

set clk_period 1.0
set clk_io_pct 0.2

create_clock -name clk0 -period $clk_period

set non_clock_inputs [all_inputs -no_clocks]
set_input_delay [expr $clk_period * $clk_io_pct] -clock clk0 $non_clock_inputs
set_output_delay [expr $clk_period * $clk_io_pct] -clock clk0 [all_outputs]
```

## ./design.v

```verilog
module dec2 (
	input logic [1:0] in,
	output logic [3:0] out
);
	always_comb  
		case (in)
			2'b00: out = 4'b0001;
			2'b01: out = 4'b0010;
			2'b10: out = 4'b0100;
			2'b11: out = 4'b1000;
			default: out = 4'b0000;
		endcase
endmodule
module ex14 (
	input logic [5:0] in,
	output logic [63:0] out
);
	dec2 a(in[1:0], out[3:0]);
	dec2 b(in[3:2], out[7:4]);
	dec2 c(in[5:4], out[11:8]);
endmodule
```

==> impl_metrics.json <==
{
  "first_global_vias": 314,
  "xor_area_frac": 0,
  "antenna_left": 0,
  "cp.required_ps": 800,
  "via_count": 258,
  "outcome": "finished clean",
  "power_frac_comb": 1.000,
  "slew_violations": 0,
  "io_pins": 70,
  "avgSynthCellArea_um2": 7.39,
  "start_kind": "input port",
  "openroad.warnings": 32,
  "ys_types": 5,
  "combGateArea_um2": 282,
  "grt_overflow": 0,
  "fillCellCount": 418,
  "postCtsSetupRepairBufs": 0,
  "die.size.y_um": 80,
  "dr.pass1.iters": 2,
  "die_area_mm2": 0.00640,
  "maxCapViolCount": 0,
  "post_cts_resized": 37,
  "swShare": 0.386,
  "aoi_share": 0,
  "flops": 0,
  "ys_area_um2": 480,
  "hold_ws_ps": 762,
  "setup_tns_ps": 0,
  "grt_antenna_before_repair": 0,
  "drt_iter0_markers": 7,
  "netlist_area_um2": 480,
  "floorplan.core_util": 0.141,
  "synth_seq_share": 0,
  "p_int_mw": 0.0479,
  "grt_max_degree": 5,
  "place.gp.congestion": 0.693,
  "drive_gt1_frac": 0.183,
  "n_antenna_cell": 0,
  "slowest_delay_ps": 240,
  "peakVddDrop_mv": 0.0242,
  "synthTopLogicFamily": "buffers and inverters",
  "die-width_um": 80,
  "p_leak_nw": 0.317,
  "clock_buffers": 0,
  "p_per_area_mw_per_mm2": 164,
  "core_mm2": 0.00342,
  "grt_pass1_wl_mm": 1.42,
  "pwr-share-clk": 0,
  "area_growth_pct": -1.04,
  "seq_area_um2": 0,
  "setup_viol_count_final": 0,
  "viasPerCell": 2.02,
  "rows": 21,
  "post-dp-hpwl_mm": 1.07,
  "io_buffers": 18,
  "hp-class": "in2out",
  "ys_cells": 65,
  "drc": 0,
  "ys_sh_simple": 0.180,
  "syn_inst": 65,
  "hold_viol": 0,
  "endpoint_kind": "output port",
  "crit_family": "buffers and inverters",
  "crit_arrival_ps": 740,
  "hold_buffers": 0,
  "path_cells": "buf_2, and2b_2, dlygate4sd2_1",
  "pwr-share-seq": 0,
  "routed_wl_mm": 1.09,
  "wl_per_cell_um": 8.55,
  "post-route-period-util": 0.941,
  "p_switching_mw": 0.0301,
  "grt_use_total": 0.0254,
  "ys_sh_adder": 0,
  "cpMaxStageDelayCell": "dlygate4sd2_1",
  "grt_setup_unrepaired": "false",
  "ys.warnings.count": 53,
  "crit_buf_inv": 2,
  "path_class": "in2out",
  "fmax_mhz": 1060,
  "worst-path-max-fanout": 4,
  "min_period_ps": 941,
  "ys_sh_mux": 0
}
==> final cells by class <==
class,instances,share of cell area
multi-input cells,64,0.592
repair buffers,18,0.287
well taps,46,0.121
==> logic make-up after synthesis <==
family                 count (synthesis)
buffers and inverters                 52
AND/OR/NAND/NOR                       12
other                                  1
==> Yosys cell counts <==
cell type | number | share of area
buf_4 | 52 | 0.81
and2b_2 | 6 | 0.11
conb_1 | 1 | 0.0078
and2_2 | 3 | 0.047
nor2_1 | 3 | 0.023
==> per-layer routing <==
| metal | up-vias | GRT usage | routed length [um] |
|---|---|---|---|
| met4 | 0 | 0 | 0 |
| li1 | 124 | - | - |
| met5 | - | 0 | 0 |
| met3 | 0 | 0.00341 | 90 |
| met1 | 103 | 0.0297 | 411 |
| met2 | 31 | 0.0498 | 591 |
==> through the flow <==
stage                     worst slack (ps)  total power [mW]   util  instance area, um^2  std cells
after detailed placement              -541             0.116  0.152                  519        128
final                                 58.9            0.0780  0.139                  475        128
after CTS                             51.4            0.0868  0.139                  475        128
after floorplan                        430             0.161      -                  672        116
after global routing                  15.5            0.0981  0.139                  475        128
after global placement                -542             0.116  0.152                  519        128
==> cells in the final DEF (no fill, tap or decap) <==
cell / n
conb_1: 52
dlygate4sd2_1: 11
and2b_2: 6
buf_2: 6
and2_2: 3
nor2_1: 3
clkdlybuf4s15_1: 1
==> final timing paths <==
check  startpoint  endpoint  slack [ps]  cells after the start
max         in[4]   out[10]          60                      3
min         in[5]    out[8]         760                      3
==> power by group through the flow <==
| stage | clock network (mW) | logic, mW | registers (mW) |
|---|---|---|---|
| CTS | 0 | 0.0868 | 0 |
| global route | 0 | 0.0981 | 0 |
| finish | 0 | 0.0780 | 0 |
Power figures rest on the tool's default switching activity, not on a simulated workload.
