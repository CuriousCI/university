==> flow/design.v <==
module cont13 (input logic clock, reset, output logic [3:0] y);
	always_ff @(posedge clock)
		if (reset) y = 0;
		else if (y==0)  y= 1;
		else if (y==1)  y= 2;
		else if (y==2)  y= 3;
		else if (y==3)  y= 4;
		else if (y==4)  y= 5;
		else if (y==5)  y= 6;
		else if (y==6)  y= 7;
		else if (y==7)  y= 8;
		else if (y==8)  y= 9;
		else if (y==9)  y= 10;
		else if (y==10)  y= 11;
		else if (y==11)  y = 12;
		else y = 0;
endmodule
==> flow/run.sh <==
#!/bin/bash
# OpenROAD 26Q1-2900-gdf79404cd8, Yosys 0.63+post, stock flow scripts
make -C /OpenROAD-flow-scripts/flow DESIGN_CONFIG=/design/flow/config.mk WORK_HOME=/design/flow/orfs finish
==> flow/config.mk <==
export PLATFORM = sky130hd
export DESIGN_NAME = cont13
export DESIGN_NICKNAME = cont13
export VERILOG_FILES = /design/flow/design.v
export SDC_FILE = /design/flow/constraint.sdc
export NUM_CORES = 4
export LEC_CHECK = 1
export CORE_AREA = 10 10 70 70
export DIE_AREA = 0 0 80 80
==> flow/constraint.sdc <==
current_design cont13

set clk_period 1.5
set clk_io_pct 0.2

create_clock -name clk0 -period $clk_period [get_ports {clock}]

set non_clock_inputs [all_inputs -no_clocks]
set_input_delay [expr $clk_period * $clk_io_pct] -clock clk0 $non_clock_inputs
set_output_delay [expr $clk_period * $clk_io_pct] -clock clk0 [all_outputs]
==> metrics.log <==
[flow] summary of implementation run
INFO  metric htree_num_levels = 1
INFO  metric postRouteAntennaNets = 0
INFO  metric cts_num_sinks = 4
INFO  metric timing.fmax = 688 MHz
INFO  metric timing.final.crit_period = 1450 ps
INFO  metric maximum_number_of_pins_on_one_net_before_global_route_repair = 7
INFO  metric min_period_over_period = 0.969
INFO  metric wl = 504 µm
INFO  metric power_per_cell_area = 1010 nW/µm²
INFO  metric vdd_ir_drop_max = approximately 0.47 mV
INFO  metric buffer_ports.inserted = 5
INFO  metric sw_frac_of_total = 0.209
INFO  metric total_switching_power = 0.0592 mW
INFO  metric drt_pre_antenna_iters = 4
INFO  metric die-width = 80 µm
INFO  metric regToRegSetupSlack = slightly above 600 ps
INFO  metric cp.required = 1200 ps
INFO  metric critical-path-top-delay-family = buffers and inverters
INFO  metric row_count = 21
INFO  metric timing_endpoint_of_the_critical_path = y[3]
INFO  metric run_status = complete, no violations
INFO  metric regToRegStartpoint = y[1]$_SDFF_PP0_
INFO  metric adder_share = 0
INFO  metric fin_ws = roughly 47 ps
INFO  metric worstPathCellList = clkdlybuf4s50_1
INFO  metric grt_antenna_before_repair = 0
INFO  metric vias_in_the_first_global_route = 144
INFO  metric mapped_cells = 15
INFO  metric unrepaired_setup_endpoints_after_global_routing = false
INFO  metric diodes = 0
INFO  metric worstHoldPathType = flip-flop to flip-flop
INFO  metric largest_register_ff_count = 4
INFO  metric post_synth_ao_oa_area_fraction = 0.120
INFO  metric clock_root_buffer_master = sky130_fd_sc_hd__clkbuf_4
INFO  metric yosys_cells = 15
INFO  metric max-cap-violations = 0
INFO  metric pre_cts_ws = 284 ps
INFO  metric cp.buffers_inverters = 1
INFO  metric drt-initial-drc-count = 6
INFO  metric tritoncts_clock_tree = yes
INFO  metric hold_violations = 0
INFO  metric number_of_hold_buffers_added_after_cts = 0
INFO  metric floorplan.die.height = approximately 80 µm
INFO  metric timing.max_slew.rel_slack = 0.901
INFO  metric post-layout-total-power = around 0.28 mW
INFO  metric crit_fanout = 5
INFO  metric critPathSlowestCell = sky130_fd_sc_hd__clkdlybuf4s50_1
INFO  metric worst_path_largest_cell_delay = 540 ps
INFO  metric place.gp.congestion = a little under 0.7
INFO  metric worst-endpoint-arrival = roughly 1200 ps
INFO  metric areaGrowthSynthToFinish = 90.6%
INFO  metric log.warning_count = 25
INFO  metric vias_per_cell = 1.96
INFO  metric floorplanUtilization = 0.0429
INFO  metric core_area = 3420 µm²
INFO  metric grt_use_total = 0.0144
INFO  metric number_of_unique_standard_cell_types_used_by_synthesis = 10
INFO  metric finish.instance_area = around 280 µm²
INFO  metric synth.cellmix.simpleShare = 0.274
INFO  metric routed_wire_length_per_instance = 7.30 µm
INFO  metric post_cts.repair.setup_buffers = 0
INFO  metric setup_viol = 0
INFO  metric worst_r2r_path_depth = 3
INFO  metric skew = about 4.5 ps
INFO  metric grt_overflow = 0
INFO  metric seqPwrFrac = 0.436
INFO  metric die_area = 6400 µm²
INFO  metric muxShareOfSynthArea = 0
INFO  metric postSynthAreaPerCell = between 9 and 10 µm²
INFO  metric top_level_i_o_count = 6
INFO  metric dr_total_vias = 135
INFO  metric yosys.stat.chipArea = 146 µm²
INFO  metric timing_worst_setup_path_type = flip-flop to primary output
INFO  metric synth-seq-area-share = 0.547
INFO  metric half_perimeter_wire_length_after_detailed_placement = roughly 360 µm
INFO  metric internal_power = 0.224 mW
INFO  metric drive_gt1_frac = 0.217
INFO  metric endpoint_of_the_worst_register_to_register_path = y[2]$_SDFF_PP0_
INFO  metric numSynthFlops = 4
INFO  metric share_comb_of_total_power = 0.100
INFO  metric yosysWarningCount = 1
INFO  metric setup.worst_path.end_class = primary output
INFO  metric yosys.area_share.xor_xnor = 0.0598
INFO  metric cts_made_buffers = 3
INFO  metric detail_route.drc_violations = 0
INFO  metric total_leakage_power = 0.0851 nW
INFO  metric timing.setup.tns = 0 ps
INFO  metric syn_area = approximately 150 µm²
INFO  metric clock_transition_at_the_registers_of_the_reported_paths = 40 ps
INFO  metric path_depth = 1
INFO  metric maxSlewViolCount = 0
INFO  metric clock_latency_on_the_worst_skew_pair = 240 ps
INFO  metric cts_resized = 0
INFO  metric grt_pass1_wl = 669 µm
INFO  metric post_dp_cell_area = ~250 µm²
INFO  metric worst-slew-pin-transition = between 100 and 150 ps
INFO  metric synth.logic.top_family = simple AND/OR/NAND/NOR gates
INFO  metric worstSetupStartpointType = flip-flop
INFO  metric instances_no_fill = between 60 and 70
INFO  metric pwr-share-clk = 0.465
INFO  metric critical_path.startpoint = y[3]$_SDFF_PP0_
INFO  metric clock_tree.buffer_depth = 2
INFO  metric post-place-cells = around 66
## power by group through the flow
| stage | clock network (mW) | logic (mW) | registers, mW |
|---|---|---|---|
| 6_report | 0.132 | 0.0282 | 0.123 |
| 4_1_cts | 0.137 | 0.0284 | 0.122 |
| 5_1_grt | 0.145 | 0.0302 | 0.126 |
## Yosys cell counts
master	instances	share of area
sky130_fd_sc_hd__nand2_1	1	0.026
sky130_fd_sc_hd__nor2_1	2	0.051
sky130_fd_sc_hd__nand4b_1	1	0.060
sky130_fd_sc_hd__or2_0	1	0.043
sky130_fd_sc_hd__xnor2_1	1	0.060
sky130_fd_sc_hd__nand2b_1	1	0.043
sky130_fd_sc_hd__a21o_1	1	0.051
sky130_fd_sc_hd__dfxtp_1	4	0.55
sky130_fd_sc_hd__nand3b_1	1	0.051
sky130_fd_sc_hd__a21oi_1	2	0.068
## cells in the final DEF (no fill, tap or decap)
| master | instances |
|---|---|
| sky130_fd_sc_hd__a21o_1 | 1 |
| sky130_fd_sc_hd__a21oi_1 | 2 |
| sky130_fd_sc_hd__clkbuf_4 | 3 |
| sky130_fd_sc_hd__clkdlybuf4s50_1 | 5 |
| sky130_fd_sc_hd__dfxtp_1 | 2 |
| sky130_fd_sc_hd__dfxtp_2 | 2 |
| sky130_fd_sc_hd__nand2_1 | 1 |
| sky130_fd_sc_hd__nand2b_1 | 1 |
| sky130_fd_sc_hd__nand3b_1 | 1 |
| sky130_fd_sc_hd__nand4b_1 | 1 |
| sky130_fd_sc_hd__nor2_1 | 2 |
| sky130_fd_sc_hd__or2_0 | 1 |
| sky130_fd_sc_hd__xnor2_1 | 1 |
## cell families (layout without fill, tap and decap cells)
group | Yosys count | after routing
xor gates and xnor gates | 1 | 1
AOI/OAI and AO/OA | 3 | 3
DFF | 4 | 4
buffers and inverters | 0 | 8
and+or+nand+nor | 7 | 7
## stage by stage
stage / util / hold WS (ps)
4_1_cts: 0.0810 / 479
2_1_floorplan: - / 369
6_report: 0.0817 / 455
3_3_place_gp: 0.0744 / 460
5_1_grt: 0.0817 / 482
3_5_place_dp: 0.0744 / 472
## area by class of cell
class | count | area [µm²]
well taps | 46 | 57.6
fillers | 415 | 3140
flip-flops and latches | 4 | 82.6
repair buffers | 5 | 50.0
clock buffers | 3 | 22.5
multi-input cells | 11 | 66.3
## routing by layer
metal	global-route usage	routed length [µm]
met5	0	0
met2	0.0128	136
met3	0.0159	82
met4	0.00352	0
met1	0.0200	285
## how the worst min path moves through the flow
| stage | startpoint | to | depth (start not counted) |
|---|---|---|---|
| 4_1_cts | y[0]$_SDFF_PP0_ | y[0]$_SDFF_PP0_ | 1 |
| 5_1_grt | y[0]$_SDFF_PP0_ | y[0]$_SDFF_PP0_ | 1 |
| 6_report | y[0]$_SDFF_PP0_ | y[0]$_SDFF_PP0_ | 1 |
Power figures rest on the tool's default switching activity, not on a simulated workload.
